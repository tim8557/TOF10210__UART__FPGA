==> /design/flow/design.v <==
module bcd_8421 (clk, rst, data, unit, ten, hun, thou, ten_thou, hun_thou);
input clk, rst;
input [19:0] data;
output [3:0] unit, ten, hun, thou, ten_thou, hun_thou;
reg [5:0]  cnt_shift;
reg [43:0] data_shift;  
reg        shift_sig;
reg [3:0]  unit, ten, hun, thou, ten_thou, hun_thou;
always@(posedge clk or posedge rst)
if (rst)
cnt_shift <= 5'd0;
else if (cnt_shift == 5'd21 && shift_sig == 1'b0)
cnt_shift <= 5'd0;
else if (shift_sig == 1'b0)
cnt_shift <= cnt_shift +1'b1;
else 
cnt_shift <= cnt_shift;
always@(posedge clk or posedge rst)
if (rst)
data_shift <= 44'b0;
else if (cnt_shift == 5'd0 && shift_sig == 1'b0)
data_shift <= {24'd0, data};
else if ((cnt_shift <= 5'd20) && (shift_sig == 1'b1))
begin
data_shift[23:20] <= (data_shift[23:20] > 4'b0100)?(data_shift[23:20] + 4'b0011):(data_shift[23:20]);
data_shift[27:24] <= (data_shift[27:24] > 4'b0100)?(data_shift[27:24] + 4'b0011):(data_shift[27:24]);
data_shift[31:28] <= (data_shift[31:28] > 4'b0100)?(data_shift[31:28] + 4'b0011):(data_shift[31:28]);
data_shift[35:32] <= (data_shift[35:32] > 4'b0100)?(data_shift[35:32] + 4'b0011):(data_shift[35:32]);
data_shift[39:36] <= (data_shift[39:36] > 4'b0100)?(data_shift[39:36] + 4'b0011):(data_shift[39:36]);
data_shift[43:40] <= (data_shift[43:40] > 4'b0100)?(data_shift[43:40] + 4'b0011):(data_shift[43:40]);
end
else if ((cnt_shift <= 5'd20) && (shift_sig == 1'b0))
data_shift <= data_shift << 1;
else 
data_shift <= data_shift;
always@(posedge clk or posedge rst)
if(rst == 1'b1)
shift_sig <= 1'b1;
else 
shift_sig <= ~shift_sig;
always@(posedge clk or posedge rst)
if(rst)
begin
unit <= 4'd0;
ten  <= 4'd0;
hun  <= 4'd0;
thou <= 4'd0;
ten_thou <= 4'd0;
hun_thou <= 4'd0;
end
else if (cnt_shift == 5'd21)
begin
 unit  <= data_shift[23:20];
 ten   <= data_shift[27:24];
 hun   <= data_shift[31:28];
 thou  <= data_shift[35:32];
 ten_thou <= data_shift[39:36];
 hun_thou <= data_shift[43:40];
 end
 endmodule
==> /design/flow/run.sh <==
#!/bin/bash
# OpenROAD 26Q1-2900-gdf79404cd8, Yosys 0.63+post, stock flow scripts
make -C /OpenROAD-flow-scripts/flow DESIGN_CONFIG=/design/flow/config.mk WORK_HOME=/design/flow/orfs finish
==> /design/flow/config.mk <==
export PLATFORM = sky130hd
export DESIGN_NAME = bcd_8421
export DESIGN_NICKNAME = bcd_8421
export VERILOG_FILES = /design/flow/design.v
export SDC_FILE = /design/flow/constraint.sdc
export NUM_CORES = 4
export LEC_CHECK = 1
export CORE_UTILIZATION = 40
==> /design/flow/constraint.sdc <==
current_design bcd_8421

set clk_period 4.0
set clk_io_pct 0.2

create_clock -name clk0 -period $clk_period [get_ports {clk}]

set non_clock_inputs [all_inputs -no_clocks]
set_input_delay [expr $clk_period * $clk_io_pct] -clock clk0 $non_clock_inputs
set_output_delay [expr $clk_period * $clk_io_pct] -clock clk0 [all_outputs]
==> impl_metrics.tcl <==
# metrics dict for downstream scripts
set metrics [dict create \
    status "finished clean" \
    first_pass_iters 4 \
    cts-htree-levels 3 \
    core_um2 9330 \
    cts_buffers 9 \
    hold_path.class "flip-flop to flip-flop" \
    cts_hold_buf 0 \
    min-delay-start "data_shift[12]$_DFFE_PP0P_" \
    die_h_um 101 \
    fp_util_pct 41.7 \
    grt_pass1_wl_um 14300 \
    cpPeakStageDelay_ns 0.57 \
    synth_seq_share_pct 48.3 \
    dpl.cell_count 546 \
    timing.slew.headroom_pct 50.4 \
    tightest_slew_ns 0.743 \
    drive_above_1_share_pct 11.6 \
    drt_wl_total_um 8260 \
    cp.required_ns 4.22 \
    ir_worst_vdd_v 0.000194 \
    clock_skew_ns 0.00856 \
    max_freq_ghz 0.433 \
    cts_tree "built" \
    yosysUniqueCellTypes 40 \
    fin_cells 561 \
    postCtsSetupRepairBufs 0 \
    crit_fanout 25 \
    crit_arrival_ns 2.53 \
    seq_area_um2 1880 \
    numSynthFlops 75 \
    leakagePower_nw 2.12 \
    grt-ovfl-total 0 \
    start_kind "flip-flop" \
    cp-startpoint "cnt_shift[0]$_DFFE_PP0P_" \
    drc 0 \
    antenna_cells 0 \
    warnings 33 \
    clkLatencyLatePin_ns 0.35 \
    grt_max_degree 44 \
    period_needed_ns 2.31 \
    path_delay_family "simple AND/OR/NAND/NOR gates" \
    clock_path_buffers 2 \
    fin_setup_tns_ns 0 \
    synth_top_cell_by_area "dfrtp_1" \
    drv_slew 0 \
    setup.worst_path.end_class "flip-flop" \
    grt_util_all_layers_pct 18.4 \
    antenna_found_initial 0 \
    root_buffer "clkbuf_8" \
    path_cells "inv_1 -> ha_1 -> or4b_1 -> or3_1 -> buf_4 -> mux2i_1 -> o21ai_1" \
    grt_pass1_vias 2919 \
    path_clk_slew_ns 0.08 \
    r2r-start "cnt_shift[0]$_DFFE_PP0P_" \
    cts_resized 0 \
    viasPerCell 5.30 \
    yosysCellCount 384 \
    die-area_um2 10100 \
    power_density_nw_per_um2 327 \
    hold_viol_final 0 \
    synth_warnings 1 \
    cts.sinks 75 \
    top_cells_by_area "dfrtp_1 48%, mux2_2 6.9%, mux2i_1 6.4%" \
    die_w_um 101 \
    finalSetupViolCount 0 \
    avgSynthCellArea_um2 10.1 \
    gp_congestion 0.848 \
    crit_type "flip-flop to flip-flop" \
    grt_setup_unrepaired "no" \
    drv_cap 0 \
    drt_iter0_markers 148 \
    ioPinCount 46 \
    critPathBufInv 2 \
    dp_hpwl_um 5570 \
    finalCritPeriodShare_pct 57.7 \
    area_growth_pct 19.8 \
    logic_area_um2 1800 \
    synthCells 384 \
    yosys_area_um2 3890 \
    port-buffer-count 45 \
    syn_area_um2 3890 \
    wl_per_cell_um 14.7 \
    vias 2975 \
    ant_nets 0 \
    fp-row-count 35 \
    fillCellCount 836 \
    top_cell_area_share_pct 47.6 \
    crit_slowest_cell "or4b_1" \
]
[cells in the mapped netlist (all sizes together)]
cell type	number
mux2i	25
a31oi	7
a21o	5
clkbuf	14
inv	28
dfstp	1
nand2	40
nand3b	1
a22o	1
nor2	14
xor2	1
nand4b	1
o221ai	4
o211ai	9
dfrtp	74
a211o	1
nor3	15
nand2b	8
or3	1
o32ai	5
a32o	1
o311ai	4
o22ai	4
ha	15
buf	6
or4b	1
o31ai	1
mux2	24
and3b	1
a211oi	2
nor2b	5
nand3	10
a221o	2
and2	2
nand4	5
a21oi	12
o21ai	34
[metrics by stage]
stage	area (um^2)	power [mW]	hold WS [ns]	setup WS, ns	utilization [%]
global placement	4460	0.946	0.467	1.77	47.8
global route	4660	1.59	0.517	1.51	49.9
floorplan	3890	0.861	0.450	1.29	-
detailed placement	4460	0.948	0.474	1.69	47.8
CTS	4660	1.55	0.493	1.69	49.9
finish	4660	1.53	0.489	1.69	49.9
[tightest hold or removal path, delay by kind of cell, from the launching register on]
family	cells	cell delay [ns]
AOI/OAI and AO/OA	1	0.06
DFF	1	0.35
and+or+nand+nor	1	0.05
[cell usage in the layout, fill, tap and decap left out, types with 10 or more instances in the layout]
master	n
dfrtp_1	74
o21ai_0	20
nand3_1	10
nor3_1	15
inv_1	27
mux2i_1	25
mux2_2	24
o21ai_1	14
ha_1	15
nor2_1	13
clkdlybuf4s50_1	45
clkbuf_8	11
a21oi_1	12
nand2_1	40
[state kept, by name (all words and copies together) (netlist names)]
name and flops:
cnt_shift 6, shift_sig 1, hun 4, hun_thou 4, thou 4, data_shift 44
ten 4, unit 4, ten_thou 4
[report_power, final]
group,switching [mW],internal (mW)
sequential,0.0175,0.794
combinational,0.0326,0.0851
clock,0.279,0.318
total,0.329,1.20
[final timing paths]
path / end / slack [ns] / cells past startpoint
max in group asynchronous: shift_sig$_DFF_PP1_ / 2.45 / 3
max: data_shift[1]$_DFFE_PP0P_ / 1.69 / 7
max reg2reg: data_shift[1]$_DFFE_PP0P_ / 1.69 / 7
min in group asynchronous: ten_thou[2]$_DFFE_PP0N_ / 0.72 / 2
min reg2reg: data_shift[12]$_DFFE_PP0P_ / 0.49 / 2
min: data_shift[12]$_DFFE_PP0P_ / 0.49 / 2
[kinds of logic after synthesis]
group / share of synthesized area [%]
AND-OR/OR-AND: 15.1
XOR/XNOR: 0.225
adder cells (fa/ha/maj): 4.83
buffers and inverters: 5.44
flip-flops: 48.3
multiplexers: 13.4
AND/OR/NAND/NOR: 12.7
[metal layers]
metal / GRT usage [%] / up-vias / share of wire (%)
met3: 2.82 / 10 / 3.9
met2: 28.2 / 66 / 47
li1: - / 1466 / -
met4: 2.90 / 0 / 1.2
met5: 0 / - / 0
met1: 29.2 / 1433 / 48
[layout make-up]
type / instances / share of cell area [%]
Multi-Input combinational cell: 261 / 38.7
Sequential cell: 75 / 40.3
Inverter: 28 / 2.26
Timing Repair Buffer: 53 / 11.0
Clock inverter: 4 / 1.07
Clock buffer: 11 / 3.25
Tap cell: 129 / 3.46
No activity file was given, so power comes from the tool's default toggle rates.
