`design/flow/run.sh`:
```
#!/bin/bash
# OpenROAD 26Q1-2900-gdf79404cd8, Yosys 0.63+post, stock flow scripts
make -C /OpenROAD-flow-scripts/flow DESIGN_CONFIG=/design/flow/config.mk WORK_HOME=/design/flow/orfs finish
```
`design/flow/config.mk`:
```
export PLATFORM = sky130hd
export DESIGN_NAME = ascii_control
export DESIGN_NICKNAME = ascii_control
export VERILOG_FILES = /design/flow/design.v
export SDC_FILE = /design/flow/constraint.sdc
export NUM_CORES = 4
export LEC_CHECK = 1
export CORE_UTILIZATION = 50
```
`design/flow/constraint.sdc`:
```
current_design ascii_control

set clk_period 7.0
set clk_io_pct 0.2

create_clock -name clk0 -period $clk_period [get_ports {clk}]

set non_clock_inputs [all_inputs -no_clocks]
set_input_delay [expr $clk_period * $clk_io_pct] -clock clk0 $non_clock_inputs
set_output_delay [expr $clk_period * $clk_io_pct] -clock clk0 [all_outputs]
```
`design/flow/design.v`:
```
module ascii_control(clk, rst, pi_data, pi_sig, data_dis);
input clk, rst;
input pi_sig;
input [7:0] pi_data;
output reg [19:0] data_dis;
reg [3:0] cnt_num;
reg [15:0] data_reg;
reg clear_sig;
reg data_en;
reg [3:0] data_trans;
reg [3:0] data_num;
reg [19:0] data_sum;
reg [3:0] state;
reg sum_out_sig;
always@(posedge clk or posedge rst)
if (rst)
clear_sig <= 1'b0;
else if (data_en == 1'b1)
clear_sig <= 1'b1;
else 
clear_sig <= 1'b0;
always@(posedge clk or posedge rst)
if (rst)
data_en <= 1'b0;
else if (pi_sig == 1'b1)
data_en <= 1'b1;
else 
data_en <= 1'b0;
always@(posedge clk or posedge rst)
if (rst)
data_reg <= 8'd0;
else if (pi_sig == 1'b1)
data_reg <= pi_data;
else 
data_reg <= data_reg;
always@(posedge clk or posedge rst)
if (rst)
data_num <= 4'd0;
else if (clear_sig == 1'b1 && data_num == 4'd7)
data_num <= 4'd0;
else if (pi_sig == 1'b1)
data_num <= data_num + 1'b1;
always@(posedge clk or posedge rst)
if (rst)
data_trans <= 4'd0;
else if (data_en == 1'b1 && data_num == 4'd0)
data_trans <= 4'd0;
else if (data_en == 1'b1 && data_num == 4'd4)
data_trans <= 4'd0;
else if (data_en == 1'b1 && data_num == 4'd5)
data_trans <= 4'd0;
else if (data_en == 1'b1 && data_num == 4'd6)
data_trans <= 4'd0;
else if (data_en == 1'b1 && data_num == 4'd7)
data_trans <= 4'd0;
else if (data_en == 1'b1 && data_num == 4'd1)
data_trans <= pi_data[3:0];
else if (data_en == 1'b1 && data_num == 4'd2)
data_trans <= pi_data[3:0];
else if (data_en == 1'b1 && data_num == 4'd3)
data_trans <= pi_data[3:0];
always@(posedge clk or posedge rst)
if (rst)
data_sum <= 20'd0;
else if (clear_sig == 1'b1 && data_num == 4'd1)
data_sum <= data_trans*20'd100;
else if (clear_sig == 1'b1 && data_num == 4'd2)
data_sum <= data_sum + data_trans*20'd10;
else if (clear_sig == 1'b1 && data_num == 4'd3)
data_sum <= data_sum + data_trans*20'd1;
else if (clear_sig == 1'b1 && data_num == 4'd5)
data_sum <= 20'd0;
always@(posedge clk or posedge rst)
if (rst)
sum_out_sig <= 1'b0;
else if (data_num == 4'd4 && data_en == 1'b1)
sum_out_sig <= 1'b1;
else 
sum_out_sig <= 1'b0;
always@(posedge clk or posedge rst)
if (rst)
data_dis <= 20'd0;
else if (sum_out_sig == 1'b1)
data_dis <= data_sum;
else 
data_dis <= data_dis;
endmodule
```
==> results.toml <==
# implementation run metrics
[outcome]
status = "finished clean"

[yosys]
synthTopCellsByArea = "dfrtp_1 36%, ha_1 9.9%, mux2_2 6.4%"
ys_area_um2 = 3540
flop_cell = "dfrtp_1"
synth_warnings = 1
ys_seq_frac = 0.360
ys_cells = 369
synth-edff-count = 0
netlist_area_um2 = 3540
top_area_cell = "dfrtp_1"
synth_top_area_share = 0.360
postSynthCellCount = 369
async_flop_share = 1.00
syn_avg_cell_area_um2 = 9.60
ys_seq_elements = 51
yosysUniqueCellTypes = 57

[power_and_ir_drop]
p_comb_frac = 0.483
intPower_mw = 0.770
powerDensity_nw_per_um2 = 327
clkPwrFrac = 0.152
pwr-share-seq = 0.365
switching_power_mw = 0.537
p_leak_nw = 1.76
vdd_drop_max_mv = 0.175
swShare = 0.411

[floorplan]
pin_count = 31
die_w_um = 86.2
floorplan.core_util = 0.518
chip_area_um2 = 7430
die.size.y_um = 86.2
rows = 30
core_region_area_um2 = 6830

[routing]
routed_wl_um = 7810
num_vias = 2743
drt_iter0_drc = 126
routedWlPerCell_um = 16.0
viasPerCell = 5.61
drc_errors = 0
drt_first_pass_iters = 5
antenna_left = 0
antennaDiodeCount = 0

[final_layout]
num-fill-cells = 612
final_cell_area_um2 = 3990
final_layout_size_suffix_gt1_frac = 0.115
post-route-util = 0.584
syn_to_final_growth_pct = 12.7

[clock_tree]
cts_post_setup_buffers_inserted = 0
clock.latency.late_pin_ns = 0.30
clkSlewWorstSetupHoldPaths_ns = 0.09
post_cts_resized = 0
cts_made_buffers = 5
cts.htree.levels = 2
cts_tree = "built"
clockBufferDepth = 2
numClockSinks = 51
cts_root_buf = "clkbuf_8"
holdBufCountCts = 0

[global_routing]
grt_pass1_wl_um = 12800
grt_max_degree = 52
grt-ovfl-total = 0
grt_pass1_vias = 2560
antenna_found_initial = 0
track_usage = 0.229

[job]
warnings = 33
drv_cap = 0

[final_timing]
slew_headroom = 0.578
max_freq_ghz = 0.306
worstMarginPinSlew_ns = 0.633
min_period_ns = 3.27
rsz0062_at_grt = "no"
hold_viol = 0
clock_skew_ns = 0.00475
finalClockPeriodUsage = 0.467
worst_slack_ns = 3.73
slew_viol_final = 0
hold_ws_ns = 0.373
finalSetupViolCount = 0
fin_tns_setup_ns = 0

[hold_path]
hold_depth = 0
hold_path_class = "reg2reg"

[setup_path]
start_kind = "register"
rr_worst_depth = 11
cp_max_fo = 8
path_class = "reg2reg"
worstPathArrival_ns = 3.50
cp-end-kind = "register"
cp.required_ns = 7.24

[placement]
hpwl_um = 5690
pre_cts_slack_ns = 3.79
place_congestion = 0.894
io_buffer_count = 26
place_area_um2 = 3890
## cell families (layout without fill, tap and decap cells)
logic type | count (synthesis) | after routing | share of synthesized area
DFF | 51 | 51 | 0.360
muxes | 21 | 21 | 0.0664
buffers and inverters | 24 | 48 | 0.0283
AOI/OAI and AO/OA | 96 | 96 | 0.181
adders and majority gates | 32 | 32 | 0.122
and+or+nand+nor | 121 | 121 | 0.184
xor gates and xnor gates | 24 | 24 | 0.0593
## worst paths after layout
check                      slack [ns]     startpoint           end
setup reg to reg                 3.73  data_trans[3]  data_sum[19]
hold reg to reg                  0.37        data_en     clear_sig
hold / removal                   0.37        data_en     clear_sig
setup / recovery                 3.73  data_trans[3]  data_sum[19]
min in group asynchronous        1.58            rst  data_dis[19]
max in group asynchronous        5.00            rst   data_sum[8]
## cells in the final DEF (no fill, tap or decap), drive strengths merged, types with 2 or more instances in the layout
cell / instances
o21a: 3
dfrtp: 51
a21o: 8
nand2b: 9
and3: 3
mux2: 20
o211ai: 6
nand2: 33
buf: 3
inv: 12
clkdlybuf4s50: 26
a21oi: 21
nor2b: 8
o21ai: 25
nand4: 5
xnor2: 13
nor3b: 2
o221ai: 3
fa: 4
a31oi: 5
nor3: 7
o22ai: 2
nor4: 3
nand3b: 2
o31ai: 2
or2: 4
nand3: 7
or3: 2
ha: 28
nor2: 32
and2: 3
a22oi: 8
a221oi: 2
a211oi: 3
clkbuf: 6
xor2: 11
## worst max-delay path, stage by stage (launching register included)
cell,delay [ns]
dfrtp_1,0.55
ha_1,0.31
ha_1,0.23
fa_1,0.38
xor2_1,0.18
ha_1,0.36
o211ai_1,0.10
a21o_1,0.23
a21oi_2,0.30
a22oi_1,0.14
or3_1,0.34
nand3_1,0.09
## synth_stat cells, types with 4 or more instances
cell	n
o21ai_0	21
a31oi_1	5
nand3_1	7
o21ai_1	4
nand4_1	4
o211ai_1	6
fa_1	4
dfrtp_1	51
a22oi_1	8
a21o_1	8
mux2_2	20
a21oi_1	19
xor2_1	11
nand2b_1	9
nor3_1	5
nor2_1	29
inv_1	12
xnor2_1	13
nand2_1	33
clkbuf_1	4
buf_2	5
nor2b_1	8
ha_1	28
## power by group through the flow
stage | clock (mW) | combinational, mW | sequential (mW)
4_1_cts | 0.209 | 0.633 | 0.478
5_1_grt | 0.220 | 0.704 | 0.492
6_report | 0.199 | 0.631 | 0.477
## through the flow
step	instances	power (mW)
global placement	482	1.10
global route	489	1.42
finish	489	1.31
detailed placement	482	1.11
floorplan	369	0.925
CTS	489	1.32
## routing by layer
layer  wire, µm  GRT usage  vias to the layer above
met2       3630      0.364                       59
met5          0          0                        -
met1       3870      0.363                     1307
li1           -          -                     1375
met4         32     0.0242                        0
met3        280     0.0251                        2
## sequential cells by signal, summed over array words and instances (netlist names)
signal and flops:
data_dis 20, data_sum 20, data_num 4, data_trans 4, clear_sig 1, data_en 1
sum_out_sig 1
## layout make-up
class                      instances  area [µm²]  share of cell area
clock buffer                       6        72.6              0.0182
clock inverter                     1        30.0             0.00752
inverter                          12        45.0              0.0113
multi-input combinational        294        2170               0.542
sequential                        51        1280               0.320
tap                               96         120              0.0301
timing repair buffer              29         283              0.0708
Power figures rest on the tool's default switching activity, not on a simulated workload.
