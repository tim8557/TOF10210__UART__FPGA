File: flow/run.sh
#!/bin/bash
# OpenROAD 26Q1-2900-gdf79404cd8, Yosys 0.63+post, stock flow scripts
make -C /OpenROAD-flow-scripts/flow DESIGN_CONFIG=/design/flow/config.mk WORK_HOME=/design/flow/orfs finish
File: flow/config.mk
export PLATFORM = sky130hd
export DESIGN_NAME = uart_rx
export DESIGN_NICKNAME = uart_rx
export VERILOG_FILES = /design/flow/design.v
export SDC_FILE = /design/flow/constraint.sdc
export NUM_CORES = 4
export LEC_CHECK = 1
export CORE_UTILIZATION = 30
File: flow/constraint.sdc
current_design uart_rx

set clk_period 3.2
set clk_io_pct 0.2

create_clock -name clk0 -period $clk_period [get_ports {clk}]

set non_clock_inputs [all_inputs -no_clocks]
set_input_delay [expr $clk_period * $clk_io_pct] -clock clk0 $non_clock_inputs
set_output_delay [expr $clk_period * $clk_io_pct] -clock clk0 [all_outputs]
File: flow/design.v
module uart_rx
#(
parameter UART_BPS = 'd9600,
parameter clk_fre  = 'd50_000_000
)
(
input clk,
input rst,
input rx,
output reg [7:0] po_data,
output reg po_sig
);
parameter BAUD_CNT_MAX = clk_fre/UART_BPS;
reg rx_reg1;
reg rx_reg2;
reg rx_reg3;
reg start_sig;
reg work_en;
reg [15:0] baud_cnt;
reg bit_sig;
reg [3:0] bit_cnt;
reg [7:0] rx_data;
reg rx_sig;
always@(posedge clk or posedge rst)
if (rst)
rx_reg1 <= 1'b1;
else 
rx_reg1 <= rx;
always@(posedge clk or posedge rst)
if (rst)
rx_reg2 <= 1'b1;
else 
rx_reg2 <= rx_reg1;
always@(posedge clk or posedge rst)
if (rst)
rx_reg3 <= 1'b1;
else 
rx_reg3 <= rx_reg2;
always@(posedge clk or posedge rst)
if (rst)
start_sig <= 1'b0;
else if (rx_reg2 == 1'b0 && rx_reg3 == 1'b1 && work_en == 1'b0)
start_sig <= 1'b1;
else 
start_sig <= 1'b0;
always@(posedge clk or posedge rst)
if (rst)
work_en <= 1'b0;
else if (start_sig == 1'b1)
work_en <= 1'b1;
else if (bit_cnt == 4'd8 && bit_sig == 1'b1)
work_en <= 1'b0;
else 
work_en <= work_en;
always@(posedge clk or posedge rst)
if (rst)
baud_cnt <= 16'd0;
else if ((baud_cnt == BAUD_CNT_MAX - 1)|| (work_en == 1'b0))
baud_cnt <= 16'd0;
else if (work_en == 1'b1)
baud_cnt <= baud_cnt + 1'b1;
else 
baud_cnt <= baud_cnt;
always@(posedge clk or posedge rst)
if (rst)
bit_sig <= 1'b0;
else if (baud_cnt == BAUD_CNT_MAX/2 -1)
bit_sig <= 1'b1;
else 
bit_sig <= 1'b0;
always@(posedge clk or posedge rst)
if (rst)
bit_cnt <= 4'd0;
else if (bit_cnt == 4'd8 && bit_sig == 1'b1)
bit_cnt <= 4'd0;
else if (bit_sig == 1'b1)
bit_cnt <= bit_cnt + 1'b1;
else 
bit_cnt <= bit_cnt;
always@(posedge clk or posedge rst)
if (rst)
rx_data <= 8'b0;
else if ((bit_cnt >= 4'd1) && (bit_cnt <= 4'd8) && (bit_sig == 1'b1))
rx_data <= {rx_reg3,rx_data[7:1]};
always@(posedge clk or posedge rst)
if (rst)
rx_sig <= 1'b0;
else if (bit_cnt == 4'd8 && bit_sig == 1'b1)
rx_sig <= 1'b1;
else 
rx_sig <= 1'b0;
always@(posedge clk or posedge rst)
if (rst)
po_data <= 8'b0;
else if (rx_sig == 1'b1)
po_data <= rx_data;
always@(posedge clk or posedge rst)
if (rst)
po_sig <= 1'b0;
else
po_sig <= rx_sig;
endmodule
==> run notes <==
The number of maximum-capacitance violations recorded for the run is 0. The clock buffer count from CTS was 5; the aggregate negative setup slack was 0 ns. The synthesis report names the predominant flop master as dfrtp_1. The power per unit of standard cell area was 574 mW/mm^2. The initial standard-cell utilization of the core was 31.5%.

The logs give 0.792 for the final weighted congestion in routability-driven placement and 158 for the cell count after synthesis. Per the timing report, the achievable frequency comes out to 509 MHz. The number of antenna diodes in the final layout is 0. With the sum of routed wire segments on met1 at 1500 um, the number of placed I/O pins is 12. The count of unique library cells instantiated by Yosys was 26. Nets still carrying antenna violations after routing amount to 0.

The logs give 158 for the count of instantiated cells in the yosys netlist and 2.15 ns for the worst path arrival time. The register-to-register path setup slack is 1.24 ns. The total area inside the core boundary comes to 0.00603 mm^2.

Sorting the synthesized cells by how often they occur yields 41 x dfrtp_1, 21 x nor2_1, 16 x mux2_2. The type recorded for the worst min-delay path is reg -> reg. Buffering stage count on the worst path with inverters included: 1. The run gives 11 for the count of input and output buffers. Post-CTS clock slew at the launch and capture registers of the worst setup and hold paths: 0.08 ns. Measured in cells, the most critical reg-to-reg path has a length of 6. Detailed routing placed a total of 116 um of wire on met3. After clock tree synthesis, the setup repair step added 0 buffers.

Clock tree synthesis selected as its root buffer the cell clkbuf_8. TritonCTS built the clock tree. Relative to the synthesized area, the layout overhead comes to 18.3%. The tools report the core utilization of the finished layout as 37.3%. The detailed router reported a total wirelength of 3010 um. The synthesis stats list as the most numerous cell dfrtp_1. For the final database, setup skew stands at 0.00180 ns. The number of fillers in the final layout was 601. The stage-log warning count came out at 28.

The logs give 1,176 for the total vias in the final route and 4 for the iteration tally of the first detailed-router pass. Among all stages on the critical path, the largest delay is contributed by nor3b_2. The tools report the synthesized chip area reported by yosys as 0.00190 mm^2. The run gives 44 as the number of sinks handled by clock tree synthesis. The report gives the cell count of the worst hold path as 0. The script logs the mean routed wire length per placed instance as 12.1 um. Looking at the setup timing report, the critical path kind is reg -> reg. The maximum fanout along the worst path was 8. The run gives 10.8% for the combined global-route utilization of all metal layers. For the via count of the first global-routing pass, the log shows 1,170. Setup repair after global routing left no endpoint under its margin. Number of flip-flops and latches in the synthesized netlist: 44. The H-tree was split into 2 levels. Traced cell by cell, the critical path runs through inv_1, ha_1, nor2b_1, nor2b_1, nor3b_2, mux2_2. The clock tree buffer depth came out at 2.

The critical register-to-register path startpoint is bit_cnt[1]. Per the detail_route report, DRC violations left total 0. The worst register-to-register path ends at rx_data[1]. The fraction of registers with async set/reset is 100%. The run gives 3.38 ns as the required time reported for the critical path endpoint.

The hold path startpoint was rx_reg1. The tools report the number of DRC markers after the initial detailed-route iteration as 43. The number of cells on the critical path is 6, and the share of post-route cells with drive strength above 1 is 17.8%. The nature of the critical path startpoint is a flop. Yosys mapped a number of flops with a built-in enable equal to 0. For the clock latency on the worst-skew pair, the log shows 0.29 ns. The top cell type by total area after synthesis is dfrtp_1. Gates resized during post-CTS repair numbered 0. The fraction of the yosys area taken by sequential cells was 58.2%; the count of final hold-check violations was 0. After floorplanning, the core was divided into 28 placement rows.

The synthesized netlist occupies a cell area of 0.00190 mm^2. The most repeated library cell on the critical path is nor2b_1. For the HPWL after detailed placement, the log shows 1910 um.

In this run the tightest slew margin relative to its limit is 56.7%. The run gives 0 for the count of hold buffers inserted by post-cts repair. The run gives 1 for the count of yosys warnings during synthesis.

Family of cells with the greatest summed delay on the critical path: simple AND/OR/NAND/NOR gates. In the post-route analysis, the smallest setup slack over all paths is 1.24 ns. The die covers 0.00665 mm^2. The run gives 0.000616 V as the largest vdd supply drop.

The run gives 0 for the max-slew violation count. The run gives 0.649 ns for the transition at the pin with the smallest max-transition slack. The routed design could run at a clock period as short as 1.96 ns.

Yosys attributes the largest share of cell area to dfrtp_1 54%, mux2_2 9.5%, xnor2_1 5.5%. The flow ran to the end, and the final reports show no timing, DRC or antenna violations. Summed over all layers, the global routing overflow is 0. Looking at the hold checks, the worst path lands on rx_reg2. Summed over all cells, the static leakage comes to 0.986 nW.

The vertical die dimension came out at 81.5 um. The final clock period utilization by the worst path works out to 61.4%. STA classifies the critical path endpoint as a flop. The floorplan die width was 81.5 um.

Dividing the detail-routed via count by the number of cells gives 4.72. Per STA, the highest per-stage delay on the worst path measures 0.51 ns. The run gives 0 as the initial antenna violation count. Per the finish-stage timing summary, setup violations number 0. Entering global routing, the biggest net connects 45 pins. Yosys reports that the leading cell type by area covers 54.1% of the netlist area. The mean instance size in the synthesized netlist came out at 12.0 um^2.

The first global-routing pass estimated 5460 um of wire. Setup slack on the worst path after placement came out at 1.24 ns. Uppermost layer routed: met4.

The routed length on met2 came out at 1330 um.
final cells by class:
cell class / count / area, um^2 / share of cell area (%)
Tap cell: 75 / 93.8 / 4.18
Multi-Input combinational cell: 103 / 743 / 33.1
Timing Repair Buffer: 12 / 118 / 5.24
Inverter: 7 / 26.3 / 1.17
Clock inverter: 3 / 90.1 / 4.01
Sequential cell: 44 / 1100 / 49.2
Clock buffer: 5 / 68.8 / 3.07
worst reg2reg max path, stage by stage, from the launching register on:
cell     delay [ns]
dfrtp_1        0.40
inv_1          0.14
ha_1           0.17
nor2b_1        0.15
nor2b_1        0.07
nor3b_2        0.51
mux2_2         0.41
worst max-delay path by stage:
stage,end,from,slack (ns)
CTS,rx_data[1],bit_cnt[0],1.22
global route,rx_data[1],bit_cnt[0],1.05
finish,rx_data[1],bit_cnt[1],1.24
where the power goes:
group | internal [mW] | switching [mW] | leakage (nW) | total [mW]
Combinational | 0.0357 | 0.0485 | 0.313 | 0.0843
Sequential | 0.587 | 0.0394 | 0.594 | 0.627
Clock | 0.390 | 0.187 | 0.0784 | 0.577
Total | 1.01 | 0.275 | 0.986 | 1.29
cells by family after synthesis:
kind of cell | count (synthesis) | share of synthesized area (%)
buffers and inverters | 11 | 2.64
flip-flops | 44 | 58.2
multiplexers | 16 | 9.49
XOR/XNOR | 16 | 7.38
AND/OR/NAND/NOR | 59 | 16.0
AND-OR/OR-AND | 7 | 3.03
adder cells (fa/ha/maj) | 5 | 3.30
placed cells by master, fill, tap and decap left out, types with 2 or more instances in the layout:
cell / count
nor3_1: 4
clkbuf_8: 5
nand3_1: 7
ha_1: 5
clkdlybuf4s50_1: 11
and3_1: 2
dfstp_2: 3
nor3b_1: 2
inv_1: 6
xnor2_1: 12
nor4_1: 7
nand2_1: 6
bufinv_16: 3
nor2b_1: 2
xor2_1: 4
mux2_2: 16
nand4_1: 5
o21ai_0: 4
nor2_1: 21
dfrtp_1: 41
sequential cells by signal, indices dropped and copies added, names as in the netlist:
signal / count
baud_cnt: 16
po_data: 8
rx_data: 8
bit_cnt: 4
bit_sig: 1
po_sig: 1
rx_reg1: 1
rx_reg2: 1
rx_reg3: 1
rx_sig: 1
start_sig: 1
work_en: 1
metal layers:
metal / vias up / track usage (%)
met4: 0 / 1.61
met1: 584 / 17.3
met3: 6 / 2.93
li1: 568 / -
met5: - / 0
met2: 18 / 15.3
per-stage QoR:
step	total power [mW]	hold WS, ns	instance area, um^2	instances
2_1_floorplan	0.706	0.345	1900	158
3_3_place_gp	0.724	0.346	2090	241
3_5_place_dp	0.724	0.349	2090	241
4_1_cts	1.31	0.356	2240	249
5_1_grt	1.35	0.356	2240	249
6_report	1.29	0.359	2240	249
No activity file was given, so power comes from the tool's default toggle rates.
